$ cat config.mk
export PLATFORM = sky130hd
export DESIGN_NAME = seven_seg_unit
export DESIGN_NICKNAME = seven_seg_unit
export VERILOG_FILES = /design/flow/design.v
export SDC_FILE = /design/flow/constraint.sdc
export NUM_CORES = 4
export LEC_CHECK = 1
export CORE_AREA = 10 10 85 85
export DIE_AREA = 0 0 95 95
$ cat constraint.sdc
current_design seven_seg_unit

set clk_period 2.9
set clk_io_pct 0.2

create_clock -name clk0 -period $clk_period [get_ports {clk_tube}]

set non_clock_inputs [all_inputs -no_clocks]
set_input_delay [expr $clk_period * $clk_io_pct] -clock clk0 $non_clock_inputs
set_output_delay [expr $clk_period * $clk_io_pct] -clock clk0 [all_outputs]
$ cat design.v
`timescale 1ns / 1ps
module seven_seg_unit (
    input clk_tube, rst_n,                          
    input      tube_enable,                                              
    input      [8 * 4 - 1:0] keypad_digits,    
    input      switch_enable,                                            
    input      [8 - 1:0] switch_map,                           
    output reg [8 - 1:0] seg_tube,                            
    output reg [8 - 1:0] seg_enable                             
    );
    reg [3 - 1:0] display_counter;
    reg [4 - 1:0] display_digit;
    reg has_zero;
    always @(posedge clk_tube, negedge rst_n) begin
        if (~rst_n) begin
            {
                display_counter,
                display_digit
            }          = 0;
            has_zero   = 1'b0;
            seg_enable = 8'b1111_1111;
        end else case ({tube_enable, switch_enable})
            2'b11  : begin
                display_digit   = switch_map[(display_counter)+:1];
                seg_enable                       = 8'b1111_1111;
                seg_enable[(display_counter)+:1] = 1'b0;
                display_counter = display_counter + 1;
            end
            2'b10  : begin
                display_digit   = keypad_digits[(display_counter * 4)+:4];
                has_zero        = (display_digit == 0 & (display_counter == 0 | has_zero));
                seg_enable                       = 8'b1111_1111;
                seg_enable[(display_counter)+:1] = has_zero;
                display_counter = display_counter + 1;
            end
            default: 
                seg_enable = 8'b1111_1111;
        endcase
    end
    always @(*)
         case (display_digit)
             4'h0:    seg_tube = 8'b11000000;  
             4'h1:    seg_tube = 8'b11111001;  
             4'h2:    seg_tube = 8'b10100100;  
             4'h3:    seg_tube = 8'b10110000;  
             4'h4:    seg_tube = 8'b10011001;  
             4'h5:    seg_tube = 8'b10010010;  
             4'h6:    seg_tube = 8'b10000010;  
             4'h7:    seg_tube = 8'b11111000;  
             4'h8:    seg_tube = 8'b10000000;  
             4'h9:    seg_tube = 8'b10010000;  
             default: seg_tube = 8'b00000000;  
         endcase  
endmodule
$ cat run.sh
#!/bin/bash
# OpenROAD 26Q1-2900-gdf79404cd8, Yosys 0.63+post, stock flow scripts
make -C /OpenROAD-flow-scripts/flow DESIGN_CONFIG=/design/flow/config.mk WORK_HOME=/design/flow/orfs finish
==> flow report <==
=========================================================================================
Class of the tightest hold or removal check                                    reg -> reg
Cts repair resizes                                                                      0
Die area                                                                      0.00903 mm2
Clock Sinks                                                                            16
First-pass iteration count of the detailed router                                       4
Crit path buffers/inverters                                                             2
Number of synthesized register bits                                                    16
Share of layout cells above drive strength 1                                        0.171
Max-slew headroom at the worst pin                                                  0.533
Maximum level of the CTS H-tree                                                         1
Distinct lib cells                                                                     36
Clock tree skew after final layout                                                1.22 ps
Count of hold-fix buffers inserted at cts                                               0
Worst setup slack for register-to-register paths                                   830 ps
Cell Pwr Density                                                               801 mW/mm2
Post-CTS Repair Setup Buffers                                                           0
Deepest clock path buffer count                                                         2
CP Capture Point                                                              seg_tube[3]
Count of flip-flops with a built-in enable after synthesis                              0
Signal arrival time at the worst endpoint                                         1830 ps
Pleak                                                                            0.791 nW
Routed Antenna Nets                                                                     0
Worst IR Drop VDD                                                                0.285 mV
Floorplan-stage core utilization                                                    0.236
Number of antenna violations at the first check in global routing                       0
Reg-to-reg critical path endpoint                                            seg_enable[6]$_DFF_PN1_
Number of setup violations in the final report                                          0
Growth of design area from synthesis to finish                                      54.1%
Post-placement setup slack                                                         585 ps
Portion of the post-synthesis area used by sequential elements                      0.318
Quantity of I/O buffers inserted on ports                                              59
Total vias in the final route                                                       1,062
Horizontal extent of the die                                                        95 um
Stages on the worst setup path                                                          5
Insertion delay of the later-clocked pin in the worst-skew pair                    240 ps
Cell family with most CP delay                                               buffers and inverters
Number of buffers created by CTS                                                        3
Area of the core                                                              0.00547 mm2
Final Hold Fails                                                                        0
Count of standard-cell rows                                                            27
Slowest cell on crit path                                                    sky130_fd_sc_hd__clkdlybuf4s50_1
Post-synthesis cell count from yosys                                                  116
Proportion of register bits with asynchronous set or reset after synthesis           1.00
Vias per std cell                                                                    4.30
Main synth FF type                                                           sky130_fd_sc_hd__dfstp_2
Least-Margin Pin Slew                                                              699 ps
Total global routing track utilization                                             0.0735
Critical path endpoint category                                                output pin
Maxcap violations                                                                       0
Final wirelength                                                                  3240 um
Wire length of the first global-routing pass                                      5360 um
Final HPWL from detailed placement                                                2810 um
Logic depth of the worst register-to-register path                                      8
Required @ worst endpoint                                                         2320 ps
Cell type with the largest total area after synthesis                        sky130_fd_sc_hd__dfstp_2
Average footprint of a synthesized cell                                          11.1 um2
Syn Std Cell Area                                                             0.00129 mm2
Clock-pin slew on the worst setup and hold paths                                    60 ps
CTS tree                                                                             done
Total number of warnings across the stage logs                                         31
Worst hold margin                                                                  531 ps
Result of the run                                                            complete, no violations
Maximum single-stage delay on the critical path                                    480 ps
Cells traversed along the worst timing path                                  inv_1, ha_1, nand2b_1, a21oi_1, clkdlybuf4s50_1
Remaining global-route overflow                                                         0
Residual DRC count                                                                      0
Power, Total                                                                      1.59 mW
Period utilization                                                                  0.832
Pin count of the biggest net entering global routing                                   17
Synth warn                                                                              1
Accumulated negative setup slack                                                     0 ps
Synthesized netlist cell count                                                        116
Number of inserted diodes                                                               0
Clock period minus final worst setup slack                                        2410 ps
Slew Limit Fails                                                                        0
Maximum fanout along the worst path                                                     5
Commonest cells in the synthesized netlist                                   sky130_fd_sc_hd__nor2_1 (12), sky130_fd_sc_hd__ha_1 (10)
Cell with the most instances after synthesis                                 sky130_fd_sc_hd__nor2_1
Vias in the first global route                                                      1,146
FF-to-FF Start                                                               display_counter[1]$_DFFE_PN0N_
Wirelength per Cell                                                               13.1 um
Iteration-0 DRC count of the detailed router                                           66
Boundary pin count                                                                     60
Synth area leaders                                                           sky130_fd_sc_hd__dfstp_2 (16%), sky130_fd_sc_hd__dfrtp_1 (16%), sky130_fd_sc_hd__mux4_2 (12%), sky130_fd_sc_hd__ha_1 (9.7%), sky130_fd_sc_hd__mux4_1 (4.1%)
Post-synthesis chip area from yosys                                           0.00129 mm2
Startpoint kind of the worst setup timing path                                  flip-flop
Crit path setup slack, layout                                                      486 ps
Clock root cell                                                              sky130_fd_sc_hd__clkbuf_8
Vertical die size                                                                   95 um
Unrepaired setup endpoints after global routing                                     false
Fmax                                                                            0.414 GHz
Gpl congestion                                                                      0.826
Path type of the worst setup path                                              reg -> out
Worst setup path startpoint                                                  display_digit[0]$_DFFE_PN0N_
Share of the synthesized area in the top cell type                                  0.163
=========================================================================================
per-stage QoR:
| stage | utilization | instances | cell area, um2 |
|---|---|---|---|
| floorplan | - | 116 | 1290 |
| global placement | 0.353 | 243 | 1930 |
| detailed placement | 0.353 | 243 | 1930 |
| CTS | 0.363 | 247 | 1990 |
| global route | 0.363 | 247 | 1990 |
| finish | 0.363 | 247 | 1990 |
flip-flops by register name (all words and copies together) (netlist names):
name and cells:
display_counter 3, display_digit 4, has_zero 1, seg_enable 8
where the power goes:
| group | switching (mW) | internal [mW] |
|---|---|---|
| clock network | 0.0687 | 0.120 |
| logic | 0.435 | 0.573 |
| registers | 0.0864 | 0.309 |
| total | 0.590 | 1.00 |
worst min-delay path by stage:
stage                      end                 start  cells after the start
6_report  has_zero$_DFFE_PN0N_  has_zero$_DFFE_PN0N_                      2
5_1_grt   has_zero$_DFFE_PN0N_  has_zero$_DFFE_PN0N_                      2
4_1_cts   has_zero$_DFFE_PN0N_  has_zero$_DFFE_PN0N_                      2
area by class of cell:
class,instances,area (um2)
Fill cell,565,3480
Sequential cell,16,410
Inverter,9,33.8
Timing Repair Buffer,60,598
Multi-Input combinational cell,86,801
Tap cell,72,90.1
Clock buffer,4,55.1
tightest hold or removal path: cells and delay by family (launching register included):
kind,cells,cell delay (ps)
compound gates,1,60
flops,1,380
simple gates,1,60
kinds of logic after synthesis:
group / Yosys count / share of synthesized area
adder cells (fa/ha/maj): 10 / 0.0970
AND/OR/NAND/NOR: 33 / 0.149
multiplexers: 17 / 0.247
buffers and inverters: 14 / 0.0611
AND-OR/OR-AND: 24 / 0.113
flip-flops: 16 / 0.318
XOR/XNOR: 2 / 0.0136
placed cells by master, fill, tap and decap left out, types with 2 or more instances in the layout:
master                             n
sky130_fd_sc_hd__clkdlybuf4s50_1  59
sky130_fd_sc_hd__nor2_1           12
sky130_fd_sc_hd__ha_1             10
sky130_fd_sc_hd__inv_1             8
sky130_fd_sc_hd__o21ai_1           8
sky130_fd_sc_hd__dfrtp_1           8
sky130_fd_sc_hd__dfstp_2           8
sky130_fd_sc_hd__mux4_2            7
sky130_fd_sc_hd__nand2_1           7
sky130_fd_sc_hd__mux2i_1           5
sky130_fd_sc_hd__a21oi_1           4
sky130_fd_sc_hd__o21ai_0           4
sky130_fd_sc_hd__clkbuf_8          4
sky130_fd_sc_hd__nand2b_1          3
sky130_fd_sc_hd__o22ai_1           3
sky130_fd_sc_hd__nand3_1           2
sky130_fd_sc_hd__mux2i_4           2
sky130_fd_sc_hd__o211ai_1          2
sky130_fd_sc_hd__and3_1            2
sky130_fd_sc_hd__mux4_1            2
layer usage:
layer  wire length, um  track usage  vias to the layer above  part of all wire
met1              1300       0.0894                      485              0.40
met3               212       0.0112                        2             0.066
met2              1700        0.137                       35              0.53
met5                 0            0                        -                 0
li1                  -            -                      540                 -
met4                24      0.00998                        0            0.0074
No activity file was given, so power comes from the tool's default toggle rates.
