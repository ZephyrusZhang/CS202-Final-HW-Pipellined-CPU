[/design/flow/run.sh]
#!/bin/bash
# OpenROAD 26Q1-2900-gdf79404cd8, Yosys 0.63+post, stock flow scripts
make -C /OpenROAD-flow-scripts/flow DESIGN_CONFIG=/design/flow/config.mk WORK_HOME=/design/flow/orfs finish
[/design/flow/config.mk]
export PLATFORM = sky130hd
export DESIGN_NAME = keypad_unit
export DESIGN_NICKNAME = keypad_unit
export VERILOG_FILES = /design/flow/design.v
export SDC_FILE = /design/flow/constraint.sdc
export NUM_CORES = 4
export LEC_CHECK = 1
export CORE_UTILIZATION = 50
[/design/flow/constraint.sdc]
current_design keypad_unit

set clk_period 3.0
set clk_io_pct 0.2

create_clock -name clk0 -period $clk_period [get_ports {clk}]

set non_clock_inputs [all_inputs -no_clocks]
set_input_delay [expr $clk_period * $clk_io_pct] -clock clk0 $non_clock_inputs
set_output_delay [expr $clk_period * $clk_io_pct] -clock clk0 [all_outputs]
[/design/flow/design.v]
`timescale 1ns / 1ps
module keypad_unit (
    input wire clk, rst_n,
    input wire [3:0] row_in,
    output reg [3:0] col_out,
    output reg [7:0] key_coord
    );
    localparam  SCAN_COL_1    = 2'b00,
                SCAN_COL_2    = 2'b01,
                SCAN_COL_3    = 2'b10,
                SCAN_COL_4    = 2'b11,
                DISABLE_COL_1 = 4'b0111,
                DISABLE_COL_2 = 4'b1011,
                DISABLE_COL_3 = 4'b1101,
                DISABLE_COL_4 = 4'b1110;
    localparam  TRAVERSE_PERIOD = 10,  
                COLUMN_PERIOD   = 250_000 / 4;
    reg [1:0]  state;
    reg [20:0] delay_duration;
    reg [3:0]  row_pre [3:0];
    reg [3:0]  row_old [3:0];
    integer i;
    always @(negedge clk, negedge rst_n) begin
        if (~rst_n) begin
            {
                delay_duration,
                key_coord
            }       = 0;
            state   = SCAN_COL_1;
            col_out = DISABLE_COL_1;
            for (i = 0; i < 4; i = i + 1) begin
                row_pre[i] = 4'hf;
                row_old[i] = 4'hf;
            end
        end else case ({delay_duration == TRAVERSE_PERIOD,  
                        delay_duration == COLUMN_PERIOD})   
            2'b10  : begin
                delay_duration = delay_duration + 1;
                if (row_in         != 4'hf &   
                    row_old[state] == 4'hf &   
                    row_pre[state] == row_in)  
                    key_coord  = {col_out, row_in};
                else 
                    key_coord  = 0;
                row_old[state] = row_pre[state];
                row_pre[state] = row_in;
                state          = state + 1;
            end
            2'b01  : begin
                delay_duration = 0;
                case (state)
                    SCAN_COL_1: col_out = DISABLE_COL_1;
                    SCAN_COL_2: col_out = DISABLE_COL_2;
                    SCAN_COL_3: col_out = DISABLE_COL_3;
                    default   : col_out = DISABLE_COL_4;  
                endcase
            end
            default: begin
                delay_duration = delay_duration + 1;
                key_coord      = 0;
            end
        endcase
    end
endmodule
==> GITHUB_STEP_SUMMARY <==
### Flow metrics

| Metric | Value |
|---|---|
| Worst setup path class | reg2out |
| Clock transition at path regs | 0.05 ns |
| Least-Margin Pin Slew | 0.785 ns |
| Max_cap viols | 0 |
| Fraction of registers with async set/reset | 100% |
| Crit-path cells | buf_2 |
| DRC | 0 |
| Mapped cell area | 3150 um^2 |
| Dominant synthesized flop cell | dfstp_2 |
| Maximum fanout along the worst path | 2 |
| FF+latch count, synth | 67 |
| Non-Filler Instances | 416 |
| Worst path slowest cell | dfstp_2 |
| Post-synth seq share | 54.6% |
| Antenna diode instance count | 0 |
| Failing checks | negative setup slack |
| Vias | 2244 |
| IO buf count | 17 |
| Distinct cells, synth | 36 |
| Buf/Inv on CP | 1 |
| Total Wirelength | 6280 um |
| Global Route met2 Usage | 31.9% |
| Worst EP arrival | 2.48 ns |
| CTS Buf Count | 9 |
| Startpoint Class | flop |
| Area Overhead vs Synth | 23.0% |
| Number of cells in Yosys stat | 270 |
| Core Region | 5990 um^2 |
| Hold Vio Cnt, Final | 0 |
| CTS H-tree depth | 3 |
| Antenna Nets Post-Route | 0 |
| RSZ-0062 raised after global routing | true |
| Worst VDD drop | 0.350 mV |
| Critical Path Max Stage Delay | 0.52 ns |
| Placer Congestion | 0.797 |
| I/O Pins | 18 |
| Outcome | finished with violations |
| Power Dens Cells | 520 nW/um^2 |
| Root Buffer | clkbuf_8 |
| HP Class | reg2reg |
| Initial antenna violation count | 0 |
| Final Util | 64.7% |
| M1 GR Usage | 35.6% |
| Layout cell share with drive strength beyond 1 | 37.0% |
| Normalized max-slew margin | 47.7% |
| Filler instances | 465 |
| Total gr overflow | 0 |
| Leak Pwr | 1.82 nW |
| EDFF count, synth | 0 |
| Clock sink total | 67 |
| Top cells, area | dfstp_2 (29%), dfrtn_1 (25%), mux2_2 (11%) |
| Die width | 81.4 um |
| Final worst slack | -0.0765 ns |
| GRT met3 Usage | 4.45% |
| Final Cell Area | 3870 um^2 |
| # rows | 28 |
| YS chip area | 3150 um^2 |
| Max-slew violation count | 0 |
| Critical Path Sink Type | output pin |
| WP data required | 2.40 ns |
| Post-DP HPWL | 4200 um |
| Clock Skews | 0.0590 ns |
| Number of global-route vias before repair | 2135 |
| Mapped Cells | 270 |
| Init Core Util | 52.6% |
| First-iteration detailed-routing DRC count | 109 |
| Largest net degree at the start of global routing | 68 |
| CP delay by family, top | flip-flops |
| Wire per inst | 15.1 um |
| Post-place instance area | 3460 um^2 |
| Die height | 81.4 um |
| Grt peak-use layer | met1 |
| Sequential Area | 1720 um^2 |
| Mapped Avg Cell Area | 11.7 um^2 |
| Placed Cells | 364 |
| CTS tree | yes |
| Combinational gate area | 1400 um^2 |
| Vias per inst | 5.39 |
| Maximum clock insertion buffer count | 2 |
| Cell taking the most area after synthesis | dfstp_2 |
| First-pass GRT wire length | 10500 um |
| Setup-failing EPs final | 3 |
| Yosys warns | 3 |
| Top cell area share | 29.2% |
| Tool warnings | 69 |
| Late-Pin Clk Latency | 0.38 ns |
| Global Route Usage Sum | 22.0% |
| Die footprint | 6620 um^2 |
| DRT Pass-1 Iters | 4 |
-- metrics by stage --
step                setup TNS [ns]  worst slack (ns)  power (mW)  hold WS, ns
global route                -0.315            -0.107        2.13        0.455
floorplan                    -1.10            -0.207        1.01        0.384
finish                      -0.212           -0.0765        2.02        0.425
CTS                         -0.250           -0.0921        2.05        0.430
global placement             -6.07            -0.681        1.05        0.427
detailed placement           -6.24            -0.709        1.05        0.429
-- tightest hold or removal path, delay by kind of cell (launching register included) --
kind | cells | cell delay, ns
DFF | 1 | 0.40
and+or+nand+nor | 1 | 0.06
AOI/OAI and AO/OA | 1 | 0.05
-- cell usage in the layout, fill, tap and decap left out, types with 2 or more instances in the layout --
cell	netlist	final
inv_1	12	46
dfstp_2	35	35
mux2_2	32	32
dfrtn_1	32	32
nand2_1	25	25
nor2_1	17	17
buf_2	6	13
xor2_1	10	10
nand4_1	9	9
clkbuf_8	0	9
buf_4	2	9
a222oi_1	8	8
o21ai_0	9	8
ha_1	8	8
nand3_1	7	7
xnor2_1	10	7
a21oi_1	6	6
buf_6	0	6
nor2b_1	5	5
and2_1	5	5
o31ai_2	0	4
or3_1	3	3
dlygate4sd2_1	0	3
nor4_1	2	2
nor3_1	2	2
and3_1	2	2
or4_1	3	2
xnor2_2	0	2
o31ai_4	1	2
o21ai_1	2	2
bufinv_16	0	2
clkinv_4	0	2
clkinv_2	0	2
-- area by class of cell --
| class | count | area share, % |
|---|---|---|
| Sequential cell | 67 | 44.4 |
| Multi-Input combinational cell | 180 | 36.2 |
| Clock buffer | 10 | 3.84 |
| Clock inverter | 41 | 5.65 |
| Timing Repair Buffer | 32 | 6.36 |
| Inverter | 11 | 1.07 |
| Tap cell | 75 | 2.42 |
-- what timing repair did --
item / 4_1_cts / 5_1_grt
hold endpoints to repair: 0 / 0
pin swaps: 9 / 1
hold buffers: 0 / 0
setup endpoints to repair: 20 / 7
setup buffers: 2 / 0
gates resized: 60 / 1
-- Yosys cell counts (all sizes together), types with 2 or more instances --
cell type,number
ha,8
and3,2
a222oi,8
o31ai,6
nand3,7
and2,5
nand2b,2
or4,3
inv,12
nor2b,5
nor4,2
nand4,9
dfstp,35
a21oi,6
xor2,10
dfrtn,32
nand2,25
o21ai,11
xnor2,10
nor3,3
mux2,32
clkbuf,3
or3,3
nor2,17
buf,8
-- metal layers --
metal	part of all wire, %	up-vias
met1	50	1113
met2	45	35
li1	-	1085
met3	2.8	11
met5	0	-
met4	2.2	0
-- cell families (layout without fill, tap and decap cells) --
kind of cell	count (synthesis)	after routing	share of synthesized area, %
simple gates	87	87	14.3
flops	67	67	54.6
fa+ha+maj	8	8	3.18
xor+xnor	20	20	5.56
buf+inv	23	94	3.22
compound gates	33	33	7.74
mux	32	32	11.4
-- worst paths after layout --
path,startpoint,to,slack [ns],cells past startpoint
max,col_out[2]$_DFFE_NN1N_,col_out[2],-0.08,1
min,key_coord[4]$_DFFE_NN0P_,key_coord[4]$_DFFE_NN0P_,0.43,2
max reg2reg,state[0]$_DFFE_NN0P_,key_coord[7]$_DFFE_NN0P_,0.48,8
min reg2reg,key_coord[4]$_DFFE_NN0P_,key_coord[4]$_DFFE_NN0P_,0.43,2
max in group asynchronous,rst_n,row_old[0][3]$_DFFE_NN1P_,0.93,2
min in group asynchronous,rst_n,key_coord[4]$_DFFE_NN0P_,1.66,2
-- power breakdown --
group          internal [mW]  switching (mW)
combinational         0.0225          0.0339
sequential             0.915         0.00125
clock                  0.580           0.463
total                   1.52           0.498
-- registers in the layout (all words and copies together), names as in the netlist --
| signal | cells |
|---|---|
| delay_duration | 21 |
| key_coord | 8 |
| row_old | 16 |
| row_pre | 16 |
| col_out | 4 |
| state | 2 |
Power is estimated from default activity; no workload was simulated.
