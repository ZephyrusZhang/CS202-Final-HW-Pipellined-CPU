File: flow/constraint.sdc
current_design alu

set clk_period 19.3
set clk_io_pct 0.2

create_clock -name clk0 -period $clk_period

set non_clock_inputs [all_inputs -no_clocks]
set_input_delay [expr $clk_period * $clk_io_pct] -clock clk0 $non_clock_inputs
set_output_delay [expr $clk_period * $clk_io_pct] -clock clk0 [all_outputs]
File: flow/config.mk
export PLATFORM = sky130hd
export DESIGN_NAME = alu
export DESIGN_NICKNAME = alu
export VERILOG_FILES = /design/flow/design.v
export SDC_FILE = /design/flow/constraint.sdc
export NUM_CORES = 4
export LEC_CHECK = 1
export CORE_UTILIZATION = 50
File: flow/run.sh
#!/bin/bash
# OpenROAD 26Q1-2900-gdf79404cd8, Yosys 0.63+post, stock flow scripts
make -C /OpenROAD-flow-scripts/flow DESIGN_CONFIG=/design/flow/config.mk WORK_HOME=/design/flow/orfs finish
File: flow/design.v
`timescale 1ns / 1ps
module alu (
    input      [6 - 1:0] alu_opcode,
    input      [2 - 1:0] val2_sel,
    input      [2 - 1:0] val1_sel,
    input      [32 - 1:0] alu_result, 
    input      [32 - 1:0] reg_write_data,
    input      [32 - 1:0] a_input,
    input      [32 - 1:0] b_input,
    output reg [32 - 1:0] alu_output
    );
    reg [32 - 1:0] val1, val2;
    always @(*) begin
        case (val1_sel)
            2'b00:   val1 = a_input;
            2'b01: val1 = alu_result;
            2'b10: val1 = reg_write_data;
            default:           val1 = 0;
        endcase 
        case (val2_sel)
            2'b00:   val2 = b_input;
            2'b01: val2 = alu_result;
            2'b10: val2 = reg_write_data;
            default:           val2 = 0;
        endcase
    end
    integer i;
    always @(alu_opcode, val1, val2) begin
        case (alu_opcode)
            6'b00_0000 , 6'b00_0100 : alu_output = val2 << val1;
            6'b00_0010 , 6'b00_0110 : alu_output = val2 >> val1;
            6'b00_0011 , 6'b00_0111 : alu_output = $signed(val2) >>> val1;
            6'b10_0000 , 6'b00_1000 : alu_output =   $signed(val1) +   $signed(val2);
            6'b10_0001, 6'b00_1001: alu_output = $unsigned(val1) + $unsigned(val2);
            6'b10_0010             : alu_output =   $signed(val1) -   $signed(val2);
            6'b10_0011            : alu_output = $unsigned(val1) - $unsigned(val2);
            6'b10_0100 , 6'b00_1100 : for (i = 0; i < 32; i = i + 1) alu_output[i] = val1[i] & val2[i];
            6'b10_0101  , 6'b00_1101  : for (i = 0; i < 32; i = i + 1) alu_output[i] = val1[i] | val2[i];
            6'b10_0110 , 6'b00_1110 : for (i = 0; i < 32; i = i + 1) alu_output[i] = val1[i] ^ val2[i];
            6'b10_0111             : for (i = 0; i < 32; i = i + 1) alu_output[i] = ~(val1[i] | val2[i]);
            6'b10_1010 , 6'b00_1010 : alu_output = (  $signed(val1) <   $signed(val2)) ? 1 : 0;
            6'b10_1011, 6'b00_1011: alu_output = ($unsigned(val1) < $unsigned(val2)) ? 1 : 0;
            6'b00_1111             : alu_output = {val2[15:0], val1[15:0]};
            default              : alu_output = 0;
        endcase
    end
endmodule
==> out/metrics.csv <==
stage,metric,value,unit
finish,number of clock buffers in the layout,0,
setup_path,Worst setup EP type,output pin,
routing,wire per inst,30.3,um
clocking,Post-CTS Setup Inserts,0,
synthesis,Synth Area per Inst,6.50,um2
floorplanning,Initial Util,50.9,%
synthesis,Post-Synth XOR/XNOR Area,0.791,%
worst_hold_path,hold path start,alu_result[5],
setup_path,Crit. Startpoint,val1_sel[0],
grt,vias in the first global route,14100,
grt,antenna violations before repair,3,
setup_path,crit path kind,input port to output pin,
finish,Comb area,10200,um2
routing,Final ANT Viol Nets,0,
floorplanning,Die Size,22700,um2
synthesis,dominant kind of combinational cell,AND-OR/OR-AND gates,
place,half-perimeter wire length after placement,47900,um
grt,first-pass GRT wire length,91200,um
synthesis,Multiplexer share,16.7,%
synthesis,list of most frequent post-synthesis cells,"195 x nor2_1, 174 x mux2i_1, 163 x a21oi_1",
grt,GRT Resource Usage Total,55.7,%
pwr,Net Sw Frac,63.7,%
synthesis,Synth area leaders,"mux2i_1 16%, ha_1 12%, a21oi_1 7.4%",
synthesis,Synth Seq Share,0,%
timing,final setup vio count,0,
pwr,LEAKAGE,0.00537,uW
routing,via count,15400,
routing,DRC viols,0,
status,status,"complete, no violations",
pwr,NetSw,329,uW
setup_path,slowest CP cell,nor2b_4,
timing,final hold violations,0,
timing,RSZ-0062 raised after global routing,no,
timing,Max Slew Vio Count,0,
pwr,worst vdd ir,24.5,uV
pwr,P_int,187,uW
floorplanning,# IOs,170,
timing,Final min period,14.28,ns
synthesis,Cell Type Count,82,
synthesis,Top cell area share,15.7,%
grt,gr ovfl total,0,
timing,worst-margin pin slew,1.27,ns
worst_hold_path,hold endpoint,alu_output[10],
routing,DRT Pass-1 Iters,11,
finish,area grow syn2layout,17.3,%
synthesis,largest area contributor in the netlist,mux2i_1,
clocking,post_cts resized,0,
synthesis,most frequent cell after synthesis,nor2_1,
timing,Tcrit/Tclk final,74.0,%
grt,pin count of the biggest net entering global routing,61,
finish,final core occ,59.7,%
pwr,Pwr per Cell Area,39.8,nW/um2
finish,Fill cells,1967,
finish,seq_cells,0,
routing,overall routed net length,62800,um
synthesis,warnings from Yosys,1,
setup_path,CP dominant cell by count,buf_4,
setup_path,crit path DRT,15.44,ns
run,maximum capacitance violations,0,
worst_hold_path,Worst Hold Depth,6,
setup_path,worst path arrival time,10.42,ns
clocking,post-cts hold buffer count,0,
routing,Iter 0 DRT Violations,2474,
finish,share of layout cells above drive strength 1,5.76,%
synthesis,Basic Gates by Area,21.0,%
place,IO buf count,170,
floorplanning,DIE HEIGHT,151,um
synthesis,Mapped Area,11100,um2
timing,total negative slack,0,ns
place,GP Congestion,1.20,
floorplanning,Die X,151,um
setup_path,CP peak stage delay,0.84,ns
finish,Flop area,0,um2
setup_path,startpoint types,input port,
worst_hold_path,worst min path class,input port to output pin,
floorplanning,Site Rows,54,
synthesis,Yosys Chip Area,11100,um2
floorplanning,Core Box Area,21800,um2
synthesis,post-synthesis instance total,1703,
setup_path,CP Max Fanout,47,
routing,DR vias/cell,7.44,
synthesis,fa+ha+maj area frac,12.6,%
timing,relative slew slack,14.8,%
setup_path,worst path cell trace,clkdlybuf4s50_1 -> buf_4 -> nor2b_4 -> o2bb2ai_4 -> buf_4 -> inv_2 -> ha_1 -> inv_1 -> fa_1 -> a211oi_1 -> o311ai_0 -> buf_4 -> o31a_1 -> o311a_1 -> a211o_1 -> nand4_1 -> o31a_1 -> a221o_1 -> o21ai_0 -> o2111ai_1 -> clkdlybuf4s50_1,
synthesis,yosys cell count,1703,
synthesis,aoi share,40.2,%
timing,Max Clk Rate,70.0,MHz
timing,worst hold slack,9.19,ns
run,tool warnings,106,
==> cell usage in the layout, fill, tap and decap left out, types with 14 or more instances in the layout <==
| master | count |
|---|---|
| o221ai_1 | 23 |
| a2bb2oi_1 | 16 |
| nand2_1 | 133 |
| nand2b_1 | 18 |
| inv_1 | 87 |
| a211oi_1 | 33 |
| ha_1 | 108 |
| nor3_1 | 45 |
| a221oi_1 | 17 |
| o21ai_0 | 117 |
| nor2_1 | 194 |
| o22ai_1 | 33 |
| o211ai_1 | 26 |
| a21oi_1 | 162 |
| a31oi_1 | 22 |
| clkdlybuf4s50_1 | 168 |
| nor2b_1 | 14 |
| o2bb2ai_1 | 31 |
| a22oi_1 | 20 |
| mux2i_1 | 174 |
| nand3_1 | 32 |
| buf_4 | 54 |
==> power groups by stage <==
stage	Sequential [uW]	Clock, uW	Combinational (uW)
4_1_cts	0	0	485
5_1_grt	0	0	538
==> stage by stage <==
stage | area (um2) | cells | power [uW] | worst slack, ns
after floorplan | 11100 | 1703 | 294 | 6.86
after global placement | 13000 | 2069 | 482 | 5.35
after detailed placement | 13000 | 2069 | 482 | 5.28
after global routing | 13000 | 2069 | 538 | 4.89
after CTS | 13000 | 2069 | 485 | 5.25
final | 13000 | 2070 | 516 | 5.02
==> final cells by class <==
| type | count | share of cell area, % |
|---|---|---|
| well taps | 280 | 2.70 |
| multi-input cells | 1471 | 78.4 |
| diodes | 1 | 0.0193 |
| inverters | 94 | 2.72 |
| repair buffers | 224 | 16.2 |
==> worst max-delay path by stage <==
stage	to	slack, ns	depth (start not counted)
finish	alu_output[28]	5.02	21
CTS	alu_output[28]	5.25	21
global route	alu_output[28]	4.89	21
==> kinds of logic after synthesis <==
logic type	count (synthesis)
mux	183
compound gates	656
buf+inv	232
xor+xnor	10
simple gates	512
fa+ha+maj	110
==> routing by layer <==
metal / wire length, um / share of wire (%) / track usage [%] / up-vias
li1: - / - / - / 6625
met1: 21300 / 34 / 66.6 / 6927
met2: 24700 / 39 / 79.6 / 1426
met3: 10300 / 16 / 23.6 / 418
met4: 6380 / 10 / 39.9 / 6
met5: 38 / 0.061 / 0 / -
==> worst max-delay path: cells and delay by family <==
family | cells | cell delay (ns)
adder cells (fa/ha/maj) | 2 | 0.48
AND-OR/OR-AND | 10 | 2.62
AND/OR/NAND/NOR | 2 | 1.15
buffers and inverters | 7 | 2.26
Power is estimated from default activity; no workload was simulated.
