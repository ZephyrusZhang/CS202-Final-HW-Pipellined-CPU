--- run.sh ---
#!/bin/bash
# OpenROAD 26Q1-2900-gdf79404cd8, Yosys 0.63+post, stock flow scripts
make -C /OpenROAD-flow-scripts/flow DESIGN_CONFIG=/design/flow/config.mk WORK_HOME=/design/flow/orfs finish
--- config.mk ---
export PLATFORM = sky130hd
export DESIGN_NAME = signal_mux
export DESIGN_NICKNAME = signal_mux
export VERILOG_FILES = /design/flow/design.v
export SDC_FILE = /design/flow/constraint.sdc
export NUM_CORES = 4
export LEC_CHECK = 1
export CORE_AREA = 10 10 124 124
export DIE_AREA = 0 0 134 134
--- constraint.sdc ---
current_design signal_mux

set clk_period 5.8
set clk_io_pct 0.2

create_clock -name clk0 -period $clk_period

set non_clock_inputs [all_inputs -no_clocks]
set_input_delay [expr $clk_period * $clk_io_pct] -clock clk0 $non_clock_inputs
set_output_delay [expr $clk_period * $clk_io_pct] -clock clk0 [all_outputs]
--- design.v ---
`timescale 1ns / 1ps
module signal_mux (
    input      i_type_instruction,                               
    input      r_type_instruction,                               
    input      j_instruction,                                    
    input      jr_instruction,                                   
    input      jal_instruction,                                  
    input      branch_instruction,                               
    input      shift_instruction,                                
    input      condition_satisfied,                              
    input      id_no_op,                                         
    output     pc_offset,                                        
    output     pc_overload,                                      
    input      [32 - 1:0] id_reg_1,                      
    input      [32 - 1:0] id_pc,                         
    input      [5 - 1:0] shift_amount,         
    output     [32 - 1:0] mux_operand_1,                 
    input      [32 - 1:0] id_reg_2,                      
    input      [32 - 1:0] id_sign_extend_result,         
    output     [32 - 1:0] mux_operand_2,                 
    input      [32 - 1:0] id_instruction,                
    output     [32 - 1:0] pc_overload_value,             
    input      [5 - 1:0] id_reg_1_idx,        
    input      [5 - 1:0] id_reg_2_idx,        
    input      [5 - 1:0] id_reg_dest_idx,     
    output     [5 - 1:0] mux_reg_1_idx,       
    output     [5 - 1:0] mux_reg_2_idx,       
    output reg [5 - 1:0] mux_reg_dest_idx     
    );
    wire j_type_normal = j_instruction | jal_instruction;
    assign pc_offset         = ~id_no_op & branch_instruction & condition_satisfied;
    assign pc_overload       = ~id_no_op & (j_type_normal | jr_instruction);
    assign pc_overload_value = j_type_normal ? {
                                    id_pc[32 - 1:26 + 2],
                                    id_instruction[26 - 1:0], 
                                    2'b00
                                } : id_reg_1;  
    assign mux_operand_1 = jal_instruction    ? id_pc                 : (
                           shift_instruction  ? {
                                                    {(32 - 5){1'b0}}, 
                                                    shift_amount
                                                }                     : id_reg_1);
    assign mux_operand_2 = i_type_instruction ? id_sign_extend_result : (
                           jal_instruction    ? (32 / 8)      : id_reg_2);
    assign mux_reg_1_idx = (   ~(j_type_normal | shift_instruction)) ? id_reg_1_idx : 0;
    assign mux_reg_2_idx = (r_type_instruction | branch_instruction) ? id_reg_2_idx : 0;
    always @(*) begin
        case ({i_type_instruction, branch_instruction | jr_instruction, jal_instruction})
            3'b100 : mux_reg_dest_idx <= id_reg_2_idx;        
            3'b010 : mux_reg_dest_idx <= 0;                   
            3'b001 : mux_reg_dest_idx <= 31;        
            default: mux_reg_dest_idx <= id_reg_dest_idx;     
        endcase
    end
endmodule
==> ci_impl_report.md <==
## Implementation flow summary

| Metric | Value |
|---|---|
| Aggregate global routing overflow | 0 |
| Cell total in the yosys stat output | 174 |
| Distinct lib cells used | 25 |
| CP Max Fanout | 31 |
| Area Growth Syn to Fin | 222% |
| Flop area | 0 um2 |
| WL final | 11300 um |
| Mean area per synthesized cell | 7.95 um2 |
| Slew headroom | 56.9% |
| DRT iter0 DRCs | 43 |
| DR pass1 iterations | 4 |
| P_int | 0.243 mW |
| CP endpoint | mux_operand_2[17] |
| Crit. End Element | output port |
| # rows | 41 |
| Lkg Pwr | 1.65 nW |
| Max Slew Vio Count | 0 |
| CTS Hold Bufs | 0 |
| Clock Power Share | 0% |
| Register share after synthesis | 0% |
| Seq pwr share | 0% |
| FFs & Latches | 0 |
| Maximum clock rate | 227 MHz |
| Crit path from | i_type_instruction |
| Final TNS setup | 0 ns |
| Most numerous logic cell after layout | clkdlybuf4s50_1 |
| Worst Tran Pin Value | 0.645 ns |
| Status | finished, final reports clean |
| Fin crit share | 75.9% |
| Post-CTS setup repair buffer count | 0 |
| Critical path data required time | 4.64 ns |
| Synthesis area per yosys | 1380 um2 |
| Port bufs | 296 |
| Fill cell count | 1279 |
| Max Cap Violations | 0 |
| Core Area | 12700 um2 |
| Class of the worst hold path | input port to output port |
| OpenROAD warnings | 38 |
| Crit path DAT | 3.25 ns |
| Largest net degree at the start of global routing | 33 |
| Post-synthesis cell count | 174 |
| P_sw | 0.0819 mW |
| Number of global-route vias before repair | 2802 |
| Post-Syn Area | 1380 um2 |
| Initial antenna violation count | 0 |
| DR vias/cell | 4.15 |
| Overall Global Routing Usage | 11.5% |
| Routed len/inst | 18.1 um |
| Post_cts resized | 0 |
| Sw Ratio | 25.2% |
| Setup crit start kind | input port |
| DRC | 0 |
| Die Span Y | 134 um |
| Pre-placement core utilization | 10.9% |
| Endpoints failing setup | 0 |
| RSZ-0062 raised after global routing | no |
| Via count | 2596 |
| Layout cells sized above 1 | 3.08% |
| Hpwl dp | 10100 um |
| CLK BUF | 0 |
| Minimum clock period | 4.41 ns |
| RD Place Congestion | 0.817 |
| Die area | 18000 um2 |
| VDD IR max | 0.0326 mV |
| IO Count | 302 |
| Gate Area | 1260 um2 |
| Power share of the combinational group | 100.0% |
| Syn. warnings | 1 |
| Remaining antenna violation count after routing | 0 |
| Min Hold Slack | 3.23 ns |
| Pwr Density | 72.9 nW/um2 |
| Final hold vios | 0 |
| Global-route wire length before repair | 16700 um |
| Critical path class | input port to output port |
| Most instantiated logic cells after routing | clkdlybuf4s50_1 (295), a22o_1 (58), mux2_1 (28) |
| Width of the die | 134 um |
| Antenna Cells | 0 |
## metal layers
metal,share of wire (%),vias up,routed length (um),track usage [%]
li1,-,1256,-,-
met4,0.24,0,27,0.242
met3,14,2,1600,6.18
met5,0,-,0,0
met1,40,1143,4540,13.4
met2,46,195,5150,19.2
## stage by stage
stage / instances / setup WS [ns] / power, mW / util (%) / area [um2]
after floorplan: 174 / 2.75 / 0.0696 / - / 1380
after global placement: 626 / 1.42 / 0.328 / 35.2 / 4460
after detailed placement: 626 / 1.39 / 0.329 / 35.2 / 4460
after CTS: 626 / 1.39 / 0.331 / 35.2 / 4460
after global routing: 626 / 1.29 / 0.352 / 35.2 / 4460
final: 626 / 1.39 / 0.325 / 35.2 / 4460
## power by group through the flow
stage / Sequential, mW / Clock [mW] / Combinational [mW]
after CTS: 0 / 0 / 0.331
after global routing: 0 / 0 / 0.352
final: 0 / 0 / 0.325
## cell usage after synthesis, types with 5 or more instances
cell       n  share of area, %
o31ai_1    5               2.7
nor2_1     9               2.4
and2_1     7               3.2
o21ai_1    5               1.8
a211oi_1   5               2.7
buf_2     12               4.3
a21oi_1    5               1.8
mux2i_1    5               3.6
nand2b_1   5               2.3
nor2b_1    5               2.3
mux2_1    28                23
a22o_1    58                37
nand2_1    6               1.6
## worst max-delay path: stages
cell,delay [ns]
clkdlybuf4s50_1,0.61
buf_4,0.34
nor2_2,0.12
buf_4,0.32
a22o_1,0.19
clkdlybuf4s50_1,0.49
## how the worst min path moves through the flow
stage	start	to	slack [ns]	depth (start not counted)
4_1_cts	id_reg_1_idx[4]	mux_reg_1_idx[4]	3.24	3
5_1_grt	id_reg_1_idx[1]	mux_reg_1_idx[1]	3.26	3
6_report	id_reg_1_idx[4]	mux_reg_1_idx[4]	3.23	3
## area by class of cell
class              count  share of cell area [%]
repair buffers       300                    67.0
well taps            172                    4.82
multi-input cells    154                    28.2
## cell families after synthesis
group,Yosys count,synth area share (%)
muxes,35,28.0
buffers and inverters,20,9.22
AOI/OAI and AO/OA,79,46.1
and+or+nand+nor,40,16.6
No activity file was given, so power comes from the tool's default toggle rates.
