==> flow/design.v <==
`timescale 1ns / 1ps
module register_file (
    input  clk, rst_n,
    input                               wb_no_op,
    input                               write_en,
    input  [5 - 1:0] write_reg_addr,
    input  [32 - 1:0]           write_data,
    input  [5 - 1:0] read_reg_addr_1,
    output [32 - 1:0]           read_data_1,
    input  [5 - 1:0] read_reg_addr_2, 
    output [32 - 1:0]           read_data_2
    );
    reg [32 - 1:0] registers [32 - 1:0];
    integer i;
    always @(negedge clk, negedge rst_n) begin
        if (~rst_n)
            for (i = 0; i < 32; i = i + 1)
                registers[i] <= 0;
        else if (write_en & ~wb_no_op & (write_reg_addr != 0)) 
            registers[write_reg_addr] <= write_data;
        else 
            registers[0] <= 0;
    end
    assign read_data_1 = (registers[read_reg_addr_1]);
    assign read_data_2 = (registers[read_reg_addr_2]);
endmodule
==> flow/run.sh <==
#!/bin/bash
# OpenROAD 26Q1-2900-gdf79404cd8, Yosys 0.63+post, stock flow scripts
make -C /OpenROAD-flow-scripts/flow DESIGN_CONFIG=/design/flow/config.mk WORK_HOME=/design/flow/orfs finish
==> flow/config.mk <==
export PLATFORM = sky130hd
export DESIGN_NAME = register_file
export DESIGN_NICKNAME = register_file
export VERILOG_FILES = /design/flow/design.v
export SDC_FILE = /design/flow/constraint.sdc
export NUM_CORES = 4
export LEC_CHECK = 1
export CORE_UTILIZATION = 50
==> flow/constraint.sdc <==
current_design register_file

set clk_period 15.9
set clk_io_pct 0.2

create_clock -name clk0 -period $clk_period [get_ports {clk}]

set non_clock_inputs [all_inputs -no_clocks]
set_input_delay [expr $clk_period * $clk_io_pct] -clock clk0 $non_clock_inputs
set_output_delay [expr $clk_period * $clk_io_pct] -clock clk0 [all_outputs]
==> run notes <==
yosys + openroad results -> yosys warns 2, Yosys Instances about 4,400, GR Layer Usage met1 approximately 65%, Avg Cell Area, Syn ~12 µm², sw power 1.92 mW, critical path peak fanout 3, Largest regs registers: 1024 flops, Worst Path Arrival ~11 ns, CP top delay family AND-OR/OR-AND gates, GR peak layer met2, tool warnings 35, CTS clock-pin slew for the worst setup and hold paths 0.05 ns, total negative setup slack 0 ns, Layout area overhead 14.5%, Post-Route WL 268,000 µm, Worst IR Drop VDD 0.0000966 V, register area share after synthesis 49.8%, kind of critical path reg -> out, Slew @ Worst Pin 1.27 ns, Cells after Synth 4,355, fin. max-slew vios 0, M2 GR Usage between 60% and 70%, critical path, cell by cell mux2i_1, o32a_1, or3_1, nand3_1, nor4_1, a21oi_1, clkdlybuf4s50_1, CP bufs+invs 1, share of cells above drive strength 1 34.8%, Lkg Pwr 26.3 nW, Crit. End Element primary output, worst slack at placement 1.63 ns, R2R Setup Slk 15.00 ns, CTS tree built, final setup fails 0, Post-DP HPWL 160,000 µm, final core occ 57.9%, total of max-cap violations 0, R2R Path Start registers[13][20], Die Y 323 µm, vias post-DR 45,549, sequential share of power 47.1%, clk_skew 0 ns, HP Class reg -> reg, antenna-violating nets left 0, Int Power about 5.1 mW, Largest Register registers, 1st-iter DRT viols approximately 5,600, Pwr Density 118 mW/mm², Final WS setup 1.70 ns, die area 0.104 mm², RR Endpoint registers[13][20], Synth cell types around 70, most common logic cell in the routed design dfrtn_1, H-tree depth 3, sw frac 27.5%, met3 Track Usage GR 40.5%, number of enable flip-flop cells 0, DRT Pass-1 Iters 12, ys async rst share 100%, Hold Vio Cnt, Final 0, vias in the first global route 44,480, Worst path slowest cell clkdlybuf4s50_1, outcome finished, final reports clean, Reg2Reg Depth 1, # rows roughly 120, routability congestion estimate from global placement about 1.1, I/O Buffers 114, hold buffer count at CTS 0, DR DRC count 0, first-pass GRT wire length 365,000 µm, clk ins delay skew pair 0.66 ns, Endpoint, Worst Hold registers[0][9], post-CTS setup buffers 0, FP Util about half, Hold Path Depth 1, WHS 0.460 ns, Worst setup SP type flip-flop, number of flip-flops under the largest register name 1,024, total I/O pin count about 120, global route overflow 0, core region area around 0.10 mm², Wirelength per Cell 45.7 µm, Crit path largest cell delay around 0.58 ns, Rel. slew slack about 15%, Top Layout Cells dfrtn_1, mux2_2, a22oi_1, buf_4, nand2_1, initial antenna violation count 28, crit path DRT 12.72 ns, Yosys reg bits 1,024, Clock Sink Count between 1,000 and 1,500, Root Buffer clkbuf_16, largest net degree at the start of global routing roughly 120, hold wc startpoint registers[0][9], clock power share between 40% and 50%, Logic pwr share 12.2%, Post-Syn Area just over 0.05 mm², YS chip area 0.0515 mm², via/cell ratio 7.75, FILL cells about 8,500, Clock Path Buffers 3, GRT Overall Usage 54.4%, CTS resizes 0, CTS Buf Count 111, Die Span X between 300 and 400 µm, Synth Flop Type dfrtn_1, unrepaired setup endpoints after global routing no
[worst max path at each step]
stage,startpoint,slack [ns],endpoint,depth (start not counted)
final,registers[5][31],1.70,read_data_1[31],7
after global routing,registers[5][31],1.68,read_data_1[31],7
after CTS,registers[16][29],1.74,read_data_2[29],7
[synthesized netlist by cell type, drive strengths merged, types with 7 or more instances]
cell type  count  share of area, %
mux2i         43              0.84
a32oi         19              0.32
o22a          11              0.19
a2111oi       11              0.19
nand2b        17              0.21
and4          14              0.24
nand2        176               1.3
and2          42              0.52
dfrtn       1024                50
nor3          71              0.72
a21oi         78              0.76
a22o          66               1.1
a22oi        690                10
nor2b         26              0.32
nand4        103               1.3
and3          22              0.27
nand3         56              0.54
o21ai         22              0.21
nor2         179               1.4
a222oi        26              0.51
nand3b         8              0.12
clkbuf       196               1.4
inv            7             0.051
o32a          11              0.21
nor4          24              0.29
a221oi        56              0.95
a31oi         19              0.23
o22ai          9              0.11
mux2        1020                22
buf          229               2.3
o32ai          7              0.12
[metrics by stage]
stage	std cells	power [mW]	area, µm²
floorplan	4355	3.67	51500
global placement	5645	4.12	54900
detailed placement	5645	4.13	54900
CTS	5853	6.93	58900
global route	5861	7.14	58900
finish	5879	6.98	59000
[area by class of cell]
class / count / area, µm² / area share (%)
antenna: 26 / 65.1 / 0.110
clock buffer: 163 / 3360 / 5.70
clock inverter: 45 / 627 / 1.06
inverter: 7 / 26.3 / 0.0446
multi-input combinational: 2899 / 24500 / 41.6
sequential: 1024 / 25600 / 43.5
tap: 1368 / 1710 / 2.90
timing repair buffer: 347 / 3020 / 5.12
[power by group through the flow]
stage	combinational (mW)	sequential (mW)	clock [mW]
6_report	0.852	3.29	2.84
5_1_grt	0.887	3.32	2.93
4_1_cts	0.824	3.27	2.84
[kinds of logic after synthesis]
kind of cell / Yosys count / synth area share, %
multiplexers: 1064 / 23.2
AND/OR/NAND/NOR: 762 / 7.50
buffers and inverters: 432 / 3.74
flip-flops: 1024 / 49.8
AND-OR/OR-AND: 1073 / 15.8
[metal layers]
| layer | vias to the layer above | wire length (µm) |
|---|---|---|
| met3 | 1562 | 50600 |
| li1 | 16874 | - |
| met1 | 22599 | 89100 |
| met4 | 46 | 26600 |
| met2 | 4468 | 101000 |
| met5 | - | 754 |
No activity file was given, so power comes from the tool's default toggle rates.
